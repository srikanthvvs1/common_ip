==> design/flow/config.mk <==
export PLATFORM = sky130hd
export DESIGN_NAME = sync_fifo_1w1r
export DESIGN_NICKNAME = sync_fifo_1w1r
export VERILOG_FILES = /design/flow/design.v
export SDC_FILE = /design/flow/constraint.sdc
export NUM_CORES = 4
export LEC_CHECK = 1
export CORE_AREA = 10 10 70 70
export DIE_AREA = 0 0 80 80
export SYNTH_HDL_FRONTEND = slang
==> design/flow/constraint.sdc <==
current_design sync_fifo_1w1r

set clk_period 1.2
set clk_io_pct 0.2

create_clock -name clk0 -period $clk_period [get_ports {clk}]

set non_clock_inputs [all_inputs -no_clocks]
set_input_delay [expr $clk_period * $clk_io_pct] -clock clk0 $non_clock_inputs
set_output_delay [expr $clk_period * $clk_io_pct] -clock clk0 [all_outputs]
==> design/flow/design.v <==
module sync_fifo_1w1r #(
    parameter DATA_WIDTH = 32,
    parameter NDEPTH = 8,  
    parameter DEPTH = 8   
)
(
    input logic rstn,
    input logic clk,
    input logic push,
    input logic pop,
    input logic [DATA_WIDTH-1:0] wr_data,
    output logic [DATA_WIDTH-1:0] rd_data,
    output logic full,
    output logic valid 
);
logic [DATA_WIDTH-1:0] mem [0:DEPTH-1];
logic [$clog2(NDEPTH):0] wr_ptr;
logic [$clog2(NDEPTH):0] rd_ptr;
logic empty;
assign valid = ~empty;
always_comb begin : empty_full
    full = 0;
    empty = 0;
    if(wr_ptr[$clog2(NDEPTH)-1:0] == rd_ptr[$clog2(NDEPTH)-1:0]) begin
        if(wr_ptr[$clog2(NDEPTH)] == rd_ptr[$clog2(NDEPTH)]) begin
            empty = 1;
        end
        else begin
            full = 1;
        end
    end
end
always@(posedge clk) begin : wr_ptr_p
    if(~rstn)
        wr_ptr <= 0;
    else if(push) begin
        if(DEPTH < NDEPTH) begin
            if(wr_ptr[$clog2(NDEPTH)-1:0]+1 == DEPTH)
                wr_ptr <= wr_ptr+(NDEPTH-DEPTH+1);  
            else 
                wr_ptr <= wr_ptr+1;
        end
        else begin
            wr_ptr <= wr_ptr+1;
        end
    end
end
always@(posedge clk) begin : rd_ptr_p
    if(~rstn)
        rd_ptr <= 0;
    else if(push) begin
        if(DEPTH < NDEPTH) begin
            if(rd_ptr[$clog2(NDEPTH)-1:0]+1 == DEPTH)
                rd_ptr <= rd_ptr+(NDEPTH-DEPTH+1);  
            else 
                rd_ptr <= rd_ptr+1;
        end
        else begin
            rd_ptr <= rd_ptr+1;
        end
    end
end
fifo_push_when_full:assert property(@(posedge clk) ~(full&push));
fifo_pop_when_empty:assert property(@(posedge clk) ~(empty&pop));
endmodule
==> design/flow/run.sh <==
#!/bin/bash
# OpenROAD 26Q1-2900-gdf79404cd8, Yosys 0.63+post, stock flow scripts
make -C /OpenROAD-flow-scripts/flow DESIGN_CONFIG=/design/flow/config.mk WORK_HOME=/design/flow/orfs finish
==> GITHUB_STEP_SUMMARY <==
## PnR job results

| Metric | Value |
|---|---|
| Status | `complete, but fails checks` |
| Failing checks | `setup timing` |
| Row count | `21` |
| Critical path buffers and inverters | `2` |
| Height of the chip | `80 µm` |
| Global router's overall resource usage | `3.37%` |
| Post-detailed-route DRC marker count | `0` |
| Number of instances in the synthesized netlist | `73` |
| Die outline width | `80 µm` |
| Initial core utilization | `18.9%` |
| Final setup fails | `2` |
| Count of nets left with antenna violations after detail routing | `0` |
| Clock transition at the register clock pins on the worst setup and hold paths after CTS | `50 ps` |
| Vias in the first global route | `479` |
| Maximum clock frequency | `763 MHz` |
| Final GP Congestion | `0.711` |
| Antenna diode instance count | `0` |
| Cell Type Count | `17` |
| Total core area | `3420 µm²` |
| Final Slew Violations | `0` |
| Yosys chip area | `647 µm²` |
| Total power | `645 µW` |
| Vias after detailed routing | `418` |
| HP Class | `flip-flop to flip-flop` |
| Chip footprint | `6400 µm²` |
| Worst-case clock buffer depth | `2` |
| Area grow syn2layout | `18.4%` |
| Crit path capture type | `output pin` |
| Final global-route overflow total | `0` |
| Ratio of cells with drive above 1 in the final layout | `34.8%` |
| Finished Cell Area | `766 µm²` |
| Unrepaired setup endpoints after global routing | `yes` |
| Total of max-cap violations | `0` |
| Power Dens Cells | `842 nW/µm²` |
| Ys flops | `8` |
| Longest individual stage delay on the worst path | `330 ps` |
| Number of optimization iterations in the first detailed-route pass | `3` |
| Insertion Delay late pin | `250 ps` |
| HPWL after detailed placement | `944 µm` |
| Total wirelength of the detailed-routed design | `1.18 mm` |
| Tool warnings | `60` |
| H-Tree Level Count | `1` |
| Pin count of the biggest net entering global routing | `11` |
| I/O Buffers | `4` |
| Lkg Pwr | `0.385 nW` |
| Global-route wire length before repair | `1.86 mm` |
| Maximum fanout count along the critical path | `2` |
| Count of warnings emitted by yosys | `32` |
| Clock buffers created by TritonCTS | `3` |
| Slack of the critical path | `-111 ps` |
| Critical-path cell with the highest stage delay | `sky130_fd_sc_hd__dfxtp_2` |
| Most common logic cell in the routed design | `sky130_fd_sc_hd__conb_1` |
| Cell total after placement | `131` |
| Worst clock skew on the final layout | `0.356 ps` |
| Commonest cells after routing, fill and taps aside | `sky130_fd_sc_hd__conb_1, sky130_fd_sc_hd__buf_4, sky130_fd_sc_hd__dfxtp_2` |
| Vias per cell | `3.03` |
| Worst Path Arrival | `1070 ps` |
| Post-layout period usage | `109%` |
| Yosys stat cell total | `73` |
| Placed cell area | `684 µm²` |
| Clock Tree Root | `sky130_fd_sc_hd__clkbuf_4` |
| CTS tree | `yes` |
| Quantity of hold-fixing buffers added after cts | `0` |
| CP Cell Sequence | `xnor2_2, buf_4, nand4_1, buf_2` |
| Startpoint type of the worst setup path | `flip-flop` |
| Starting DRT DRC Count | `6` |
| IR drop worst, VDD | `0.224 mV` |
| Critical Setup Path Class | `flip-flop to output pin` |
| Top-Level Pins | `70` |
| Cell Area, Synth | `647 µm²` |
| CP required | `960 ps` |
| Hold violation count in the final report | `0` |
| WL per Instance | `8.51 µm` |
| Number of antenna violations at the first check in global routing | `0` |
| Mean cell area of the mapped netlist | `8.86 µm²` |
| Total number of clock tree sinks | `8` |
| Cell family with the largest share of critical-path delay | `flip-flops` |
| Non-filler instance count after layout | `138` |
| Sequential area share after synthesis | `24.8%` |
| Post-layout min period | `1310 ps` |
cell type report:
cell class	count	area, µm²
Fill cell	381	2650
Multi-Input combinational cell	62	378
Sequential cell	8	169
Timing Repair Buffer	18	135
Tap cell	46	57.6
Clock buffer	3	22.5
Inverter	1	3.75
cells by family after synthesis:
kind of cell               synth area share (%)
other                                     0.580
buffers and inverters                      39.5
and+or+nand+nor                            12.4
muxes                                      6.19
xor gates and xnor gates                   8.12
DFF                                        24.8
AOI/OAI and AO/OA                          4.64
adders and majority gates                  3.87
final timing paths:
kind	start	endpoint	slack (ps)	depth (start not counted)
worst max-delay path	rd_ptr[2]	valid	-110	4
worst min-delay path	rd_ptr[3]	rd_ptr[3]	600	3
worst max register to register	wr_ptr[0]	wr_ptr[2]	120	4
worst min register to register	rd_ptr[3]	rd_ptr[3]	600	3
cells in the mapped netlist, drive strengths merged:
library cell  number  area, µm²
inv                1       3.75
nand2              2       7.51
xnor2              6       52.6
mux2i              4       40.0
a21oi              2       10.0
a21bo              2       20.0
or2b               1       7.51
nor2               4       15.0
ha                 2       25.0
and4b              1       10.0
buf               33        251
nand2b             1       6.26
nand4              3       18.8
dfxtp              8        160
conb               1       3.75
nand3b             2       15.0
metal layers:
layer	wire length (µm)	global-route usage [%]
met3	72	1.36
met2	611	6.02
met4	0	0.528
met5	0	0
met1	491	3.71
state kept, by name, indices dropped and copies added (netlist names):
| signal | cells |
|---|---|
| rd_ptr | 4 |
| wr_ptr | 4 |
per-stage QoR:
step	TNS, ps	hold slack [ps]	utilization (%)	setup WS (ps)
2_1_floorplan	0	389	-	281
3_3_place_gp	-461	593	20.0	-199
3_5_place_dp	-469	592	20.0	-218
4_1_cts	-218	605	22.4	-113
5_1_grt	-374	628	22.4	-188
6_report	-208	599	22.4	-111
worst min-delay path, delay by kind of cell (launching register included):
family        cells  cell delay, ps
flops             1             330
buf+inv           1             130
mux               1              60
simple gates      1              50
where the power goes:
group / internal (mW) / switching, mW
Clock: 0.114 / 0.0868
Sequential: 0.283 / 0.0137
Combinational: 0.0910 / 0.0560
repair_timing:
action | 4_1_cts | 5_1_grt
endpoints found under the setup margin | 2 | 2
pin swaps | 5 | 1
resized | 17 | 0
setup buffers | 4 | 0
Power and IR drop assume default switching activity.
